==> flow/run.sh <==
#!/bin/bash
# OpenROAD 26Q1-2900-gdf79404cd8, Yosys 0.63+post, stock flow scripts
make -C /OpenROAD-flow-scripts/flow DESIGN_CONFIG=/design/flow/config.mk WORK_HOME=/design/flow/orfs finish
==> flow/config.mk <==
export PLATFORM = sky130hd
export DESIGN_NAME = top_level_5b
export DESIGN_NICKNAME = top_level_5b
export VERILOG_FILES = /design/flow/design.v
export SDC_FILE = /design/flow/constraint.sdc
export NUM_CORES = 4
export LEC_CHECK = 1
export CORE_AREA = 10 10 78 78
export DIE_AREA = 0 0 88 88
==> flow/constraint.sdc <==
current_design top_level_5b

set clk_period 2.4
set clk_io_pct 0.2

create_clock -name clk0 -period $clk_period [get_ports {clk}]

set non_clock_inputs [all_inputs -no_clocks]
set_input_delay [expr $clk_period * $clk_io_pct] -clock clk0 $non_clock_inputs
set_output_delay [expr $clk_period * $clk_io_pct] -clock clk0 [all_outputs]
==> flow/design.v <==
module dat_mem #(parameter W=8,                
                           byte_count=256)(	   
  input           clk,
                  write_en,	                
  input  [$clog2(byte_count)-1:0] raddr,    
                  waddr,	                
  input  [ W-1:0] data_in,				    
  output [ W-1:0] data_out				    
    );
logic [W-1:0] core[byte_count];	 
assign      data_out = core[raddr] ;	 
always_ff @ (posedge clk)
  if (write_en)
    core[waddr] <= data_in;
endmodule
module lfsr6b(
  input              clk,
                     en,		   
			         init,		   
  input       [5:0]  taps,		   
                     start,		   
  output logic[5:0]  state);	   
  logic[5:0] taptrn;			   
  always @(posedge clk)
	if(init) begin
	  state  <= start;			   
	  taptrn <= taps;			   
	end
	else if(en)					   
	  state  <= {state[4:0],^(state&taptrn)};
endmodule
module top_level_5b(
  input          clk, init, 
  output logic   done);
  logic          wr_en;
  logic    [7:0] raddr, 
                 waddr,
                 data_in;
  logic    [7:0] data_out;             
  logic[15:0] cycle_ct = 0;
  logic load_LFSR,
        LFSR_en;
  logic[5:0] LFSR_ptrn[6];            
  assign LFSR_ptrn[0] = 6'h21;
  assign LFSR_ptrn[1] = 6'h2D;
  assign LFSR_ptrn[2] = 6'h30;
  assign LFSR_ptrn[3] = 6'h33;
  assign LFSR_ptrn[4] = 6'h36;
  assign LFSR_ptrn[5] = 6'h39;
  logic[5:0] LFSR_state[6];
  logic[5:0] match;					  
  logic[2:0] foundit;                 
  int i;
  int pre_length;
  logic checked;
  dat_mem dm1(.clk(clk),.write_en(wr_en),.raddr(raddr),.waddr(waddr),
       .data_in(data_in),.data_out(data_out));                    
  lfsr6b l0(.clk(clk) , 
         .en   (LFSR_en)  ,             
         .init (load_LFSR),	             
         .taps (6'h21)     ,     
         .start(data_out^6'h1f) ,	             
         .state(LFSR_state[0]));		    
  lfsr6b l1(.clk(clk) ,
  			.en (LFSR_en) ,
  			.init (load_LFSR),
  			.taps(6'h2D),   
  			.start(data_out^6'h1f) ,
  			.state(LFSR_state[1]));
  lfsr6b l2(.clk(clk) ,
  			.en (LFSR_en) ,
  			.init (load_LFSR),
  			.taps(6'h30),   
  			.start(data_out^6'h1f) ,
  			.state(LFSR_state[2]));
  lfsr6b l3(.clk(clk) ,
  			.en (LFSR_en) ,
  			.init (load_LFSR),
  			.taps(6'h33),   
  			.start(data_out^6'h1f) ,
  			.state(LFSR_state[3]));
  lfsr6b l4(.clk(clk) ,
  			.en (LFSR_en) ,
  			.init (load_LFSR),
  			.taps(6'h36),   
  			.start(data_out^6'h1f) ,
  			.state(LFSR_state[4]));
  lfsr6b l5(.clk(clk) ,
  			.en (LFSR_en) ,
  			.init (load_LFSR),
  			.taps(6'h39),   
  			.start(data_out^6'h1f) ,
  			.state(LFSR_state[5]));
  always_comb case(match)
    6'b10_0000: foundit = 'd5;	     
	6'b01_0000: foundit = 'd4;
	6'b00_1000: foundit = 'd3;
	6'b00_0100: foundit = 'd2;
	6'b00_0010: foundit = 'd1;
	default: foundit = 0;            
  endcase
  always @(posedge clk) begin  :clock_loop
    if(init) begin
      cycle_ct <= 0;
	  match    <= 'b0;
	  pre_length <= 7;
	  checked <= 0;
	end
    else begin
	  data_in = data_out ^ LFSR_state[foundit];
      cycle_ct <= cycle_ct + 1;
	  if(cycle_ct== 8) begin			 
	    for(i=0; i<6; i++) begin
	      match[i] <= ((LFSR_state[i] ^ (6'h1f ^ data_out[5:0])) == 0);				 
		end
	 end
	  if (cycle_ct > 8) begin
			if (checked == 0 && data_in == 8'h5f) begin
				pre_length <= pre_length + 1;
			end
			else begin
				checked <= 1;
			end
		end
    end
  end  
  always_comb begin 
    load_LFSR = 'b0; 
    LFSR_en   = 'b0;   
	wr_en     = 'b0;
	done 	  = 0;
  case(cycle_ct)
	0: begin 
           raddr     = 64;    
		   waddr     = 0;    
	     end		        
	1: begin 
           load_LFSR = 1;	   
           raddr     = 64;
		   waddr     = 0;
	     end		        
	2  : begin				   
           LFSR_en   = 1;	    
           raddr     = 64;
		   waddr     = 0;
         end
	3  : begin			        
	       LFSR_en 	= 1;
		   raddr   	= 65;			   
		   waddr	= 0;
		 end
	72  : begin
            done = 1;		 
 		    raddr =	64;
 		    waddr = 0; 
	     end
	default: begin	          
			LFSR_en = 1;
			raddr = 64 + cycle_ct - 2;
 	       if (cycle_ct > 8) begin
				if (checked == 0) begin
					waddr = 0;
					wr_en = 0;
				end
				else begin
					waddr = cycle_ct - pre_length -3;
					wr_en = 1;
				end		
	       end
	       else begin
	       		waddr = 0;
				wr_en = 0;
	       end
		end        
  endcase
end
endmodule
==> metrics.yaml <==
tightest_slew_ps: 612
ys_chip_area_um2: 790
post_drt_wl_per_cell_um: 9.63
hpwl_um: 1060
cts-buffers-inserted: 3
period_needed_ps: 2200
crit_type: "reg -> out"
largest-register: "cycle_ct"
cts-root-buf: "clkbuf_8"
drtIter0Drc: 32
maxCapViolations: 0
vias: 636
io_buffer_count: 2
ys_seq_share: 0.406
wl_um: 1420
viasPerCell: 4.33
min_path_cells: 1
r2r_cells: 4
diodes: 0
grt_usage: 0.0380
relSlewSlack: 0.591
p_leak_uw: 0.000306
p_per_area_nw_per_um2: 573
gp_congestion: 0.840
ir_worst_vdd_mv: 0.157
ant_nets: 0
ys_cells: 90
rows: 24
worst_hold_path_type: "reg -> reg"
arrival_ps: 1720
hold_start: "cycle_ct[0]"
synth_area_um2: 790
grt_max_degree: 19
grt_pass1_wl_um: 2510
core_um2: 4410
synth_cell_types: 25
postCtsResizedCells: 0
drive_gt1_frac: 0.147
startpoint_type: "register"
end_kind: "primary output"
fp-utilization: 0.179
min_to: "cycle_ct[0]"
insertion_delay_ps: 250
synth-seq-cells: 16
path_delay_family: "buffers and inverters"
grt_pass1_vias: 598
cts_tree: "built"
areaGrowthSynthToFinish_pct: 17.7
rr_startpoint: "cycle_ct[0]"
grt_overflow_total: 0
boundaryPins: 3
outcome: "completed"
topCellsByArea: "dfxtp_1 41%, mux2_2 8.6%, nor2_1 5.2%, nor2b_1 4.8%, nand4_1 4.0%"
clk_pin_slew_ps: 60
warning_count: 26
hold_viol_final: 0
slowest_stage: "clkdlybuf4s50_1"
rsz0062_at_grt: "no"
synth_cells: 90
syn_area_per_cell_um2: 8.77
maxSlewViolCount: 0
max_stage_delay_ps: 460
drtPass1Iterations: 4
r2r-end: "cycle_ct[14]"
post_cts_buffers: 0
fmax_mhz: 455
cp.required_ps: 1920
drc: 0
setup_violations: 0
clock_path_buffers: 2
final.setup.tns_ps: 0
chipArea_um2: 7740
yosys.area.top_type_share: 0.406
largest_register_ff_count: 16
htree_levels: 1
finalClockPeriodUsage: 0.915
clock_sinks: 16
die_x_um: 88
worstPathCellList: "inv_1 > ha_1 > nor4bb_1 > and4_1 > clkdlybuf4s50_1"
skew_ps: 1.91
largestRegisters: "cycle_ct (16)"
crit_fanout: 5
top_area_cell: "dfxtp_1"
antenna_found_initial: 0
path_buffers: 2
die_h_um: 88
total_power_uw: 533
reg2reg_slack_ps: 720
cts_hold_buf: 0
ys_warn_count: 6
-- metal layers --
metal | global-route usage | part of all wire | up-vias | wire length (um)
met5 | 0 | 0 | - | 0
li1 | - | - | 338 | -
met2 | 0.0615 | 0.44 | 7 | 619
met3 | 0.0122 | 0.038 | 2 | 54
met4 | 0.0174 | 0.028 | 0 | 40
met1 | 0.0450 | 0.49 | 289 | 700
-- layout by cell type, fill, tap and decap left out --
| cell type | synthesis | final |
|---|---|---|
| nor4_1 | 5 | 5 |
| nor2_1 | 11 | 11 |
| nand4_4 | 1 | 1 |
| nor3_1 | 3 | 3 |
| nand4_1 | 5 | 5 |
| clkdlybuf4s50_1 | 0 | 2 |
| buf_4 | 0 | 1 |
| nor2b_1 | 6 | 6 |
| or4_1 | 1 | 1 |
| nor4b_1 | 1 | 1 |
| nor4bb_1 | 1 | 1 |
| xor2_1 | 1 | 1 |
| o31ai_1 | 1 | 1 |
| o21ai_0 | 4 | 4 |
| nand2_1 | 3 | 3 |
| inv_1 | 5 | 5 |
| ha_1 | 2 | 2 |
| and4_1 | 1 | 1 |
| nand3_1 | 4 | 4 |
| xnor2_1 | 2 | 2 |
| a21oi_1 | 5 | 5 |
| or3_2 | 2 | 2 |
| mux2_2 | 6 | 6 |
| dfxtp_1 | 16 | 16 |
| or3_1 | 2 | 2 |
| clkbuf_8 | 0 | 4 |
-- where the power goes --
group          switching (uW)  leakage [uW]  internal (uW)
Combinational            10.7      0.000148           9.58
Sequential               7.13      0.000129            270
Clock                    90.0     0.0000288            145
-- cell type report --
type,count,area (um2)
clock buffer,4,55.1
fill,472,3480
inverter,5,18.8
tap,52,65.1
timing repair buffer,3,27.5
sequential,16,320
multi-input combinational,67,443
-- synth_stat cells --
| cell type | number |
|---|---|
| nor3_1 | 3 |
| a21oi_1 | 5 |
| o21ai_0 | 4 |
| nor2b_1 | 6 |
| or3_1 | 2 |
| nand2_1 | 3 |
| mux2_2 | 6 |
| or3_2 | 2 |
| o31ai_1 | 1 |
| nand4_4 | 1 |
| ha_1 | 2 |
| nor4b_1 | 1 |
| nor4_1 | 5 |
| buf_1 | 1 |
| or4_1 | 1 |
| xor2_1 | 1 |
| dfxtp_1 | 16 |
| nand3_1 | 4 |
| and4_1 | 1 |
| nor4bb_1 | 1 |
| nor2_1 | 11 |
| xnor2_1 | 2 |
| clkbuf_1 | 1 |
| nand4_1 | 5 |
| inv_1 | 5 |
-- worst max path at each step --
stage | start | cells past startpoint | to | slack, ps
after CTS | cycle_ct[0] | 5 | done | 170
after global routing | cycle_ct[0] | 5 | done | 100
final | cycle_ct[0] | 5 | done | 200
-- stage by stage --
| stage | hold WS [ps] | utilization | cells | setup WS [ps] | area (um2) |
|---|---|---|---|---|---|
| after floorplan | 472 | - | 90 | 914 | 790 |
| after global routing | 535 | 0.211 | 147 | 96.6 | 930 |
| after detailed placement | 498 | 0.198 | 143 | 443 | 875 |
| after global placement | 491 | 0.198 | 143 | 465 | 875 |
| after CTS | 512 | 0.211 | 147 | 168 | 930 |
| final | 507 | 0.211 | 147 | 203 | 930 |
-- kinds of logic after synthesis --
family | Yosys count | share of synthesized area
XOR/XNOR | 3 | 0.0333
multiplexers | 6 | 0.0856
flip-flops | 16 | 0.406
AND-OR/OR-AND | 10 | 0.0666
AND/OR/NAND/NOR | 46 | 0.344
adder cells (fa/ha/maj) | 2 | 0.0317
buffers and inverters | 7 | 0.0333
Power is estimated from default activity; no workload was simulated.
